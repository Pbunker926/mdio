### config.mk
export PLATFORM = sky130hd
export DESIGN_NAME = mdio_phy
export DESIGN_NICKNAME = mdio_phy
export VERILOG_FILES = /design/flow/design.v
export SDC_FILE = /design/flow/constraint.sdc
export NUM_CORES = 4
export LEC_CHECK = 1
export CORE_UTILIZATION = 40
### constraint.sdc
current_design mdio_phy

set clk_period 7.0
set clk_io_pct 0.2

create_clock -name clk0 -period $clk_period [get_ports {clk_8_3mhz}]

set non_clock_inputs [all_inputs -no_clocks]
set_input_delay [expr $clk_period * $clk_io_pct] -clock clk0 $non_clock_inputs
set_output_delay [expr $clk_period * $clk_io_pct] -clock clk0 [all_outputs]
### design.v
`timescale 1ns / 1ps 
module mdio_phy(
    input clk_8_3mhz,
    input reset_n,
    input [95:0] mdio_packet_data,
    input mdio_packet_valid,
    input rd_wr_sig,
    output pckt_rcvd,
    output done,
    output reg [15:0] read_reg_data,
    output read_valid,
    input mdio_in,
    output mdio_out,
    output read_en,
    output mdc
    );
reg packet_valid_d,packet_valid_d1;
reg [6:0]counter; 
reg [95:0] mdio_packet_data_reg;
reg [95:0] shift_mdio_packet;
reg mdio_reg,pckt_rcvd_reg,done_reg;
reg rd_wr_sig_d, rd_wr_sig_d1;
reg start_d, start_d1;
reg start,serialise_complt;
wire posedge_packet_valid, start_posedge;
reg [15:0] read_reg;
reg read_valid_reg;
reg read_en_reg;
(*KEEP="TRUE"*) reg mdio_in_reg;
assign mdc = clk_8_3mhz;
assign mdio_out = mdio_reg;
assign done = done_reg;
assign pckt_rcvd = pckt_rcvd_reg;
assign read_en = read_en_reg;
assign posedge_packet_valid = (packet_valid_d && (~ packet_valid_d1));
assign read_valid = read_valid_reg; 
assign start_posedge =  (start_d && (~ start_d1));
always@(posedge clk_8_3mhz)
begin
  if(!reset_n)
    begin
    packet_valid_d <= 1'b0;
    packet_valid_d1 <= 1'b0;
    rd_wr_sig_d1 <= 1'b0;
    rd_wr_sig_d <= 1'b0;
    start_d <= 1'b0;
    start_d1<= 1'b0;
    mdio_in_reg <= 1'b0;
    end
  else
    begin
    packet_valid_d <= mdio_packet_valid;
    packet_valid_d1 <= packet_valid_d;
    rd_wr_sig_d <= rd_wr_sig;
    rd_wr_sig_d1 <= rd_wr_sig_d;
    start_d <= start;
    start_d1 <= start_d;
    mdio_in_reg <= mdio_in;
    end
end
always@(posedge clk_8_3mhz)
begin
  if(!reset_n)
    begin
      mdio_packet_data_reg <= {96{1'b0}};
      pckt_rcvd_reg <= 1'b0;
      start <= 1'b0;
    end
  else
   begin
    if (posedge_packet_valid == 1'b1)
      begin
      mdio_packet_data_reg <= mdio_packet_data;
      pckt_rcvd_reg <= 1'b1;
      start <= 1'b1;
      end
    else if (serialise_complt == 1'b1)
      begin
      start <= 1'b0;
      mdio_packet_data_reg <= mdio_packet_data_reg;
      pckt_rcvd_reg <= 1'b0;
      end
    else
      begin
      mdio_packet_data_reg <= mdio_packet_data_reg;
      pckt_rcvd_reg <= 1'b0;
      start <= start;
      end
   end
end
always@ (posedge clk_8_3mhz)
begin
  if (!reset_n)
  begin
    read_reg_data <= {16{1'b0}};
    read_valid_reg <= 1'b0;
  end
  else
  begin
    if((done_reg == 1'b1) && (rd_wr_sig_d1 == 1'b1))
      begin
          read_reg_data <= read_reg;
          read_valid_reg <= 1'b1;
      end
    else
      begin
          read_reg_data <= read_reg_data;
          read_valid_reg <= 1'b0;
      end
  end
end
always@(negedge clk_8_3mhz)
begin
if(!reset_n)
  begin
  mdio_reg <= 1'b1;
  counter <= 7'b0;
  done_reg <= 1'b0;
  serialise_complt <= 1'b0;
  shift_mdio_packet <= {96{1'b1}};
  end
else
  begin
  if (start == 1'b1) 
  begin
  if (start_posedge == 1'b1)
    begin
    shift_mdio_packet <= mdio_packet_data_reg;
    end
  else if (counter == 7'h60)
    begin 
    counter <= 7'b0;
    done_reg <= 1'b1;
    serialise_complt <= 1'b1;
    end
  else
    begin
    mdio_reg <= shift_mdio_packet[95];    
    shift_mdio_packet <= { shift_mdio_packet[94:0], 1'b0};
    counter <= counter + 1'b1;
    done_reg <= 1'b0;
    end
  end
  else
    begin
    serialise_complt <= 1'b0;
    mdio_reg <= 1'b1;
    counter <= 7'b0;
    done_reg <= 1'b0;
    end
  end
end    
always@ (posedge clk_8_3mhz)
begin
  if (!reset_n) 
  read_reg <= {16{1'b0}};
  else
  begin
    if (rd_wr_sig_d1 ==1'b1)
      begin
      if ((counter > 7'd49)  && (counter < 7'd67))
      read_reg <= {read_reg[14:0], mdio_in_reg};
      else
      read_reg <= read_reg;
      end
    else
      read_reg <= {16{1'b0}};
  end
end
always@ (counter,rd_wr_sig_d1,reset_n)
begin
  if (!reset_n) 
  read_en_reg <= 1'b0;
  else
  begin
    if (rd_wr_sig_d1 ==1'b1)
      begin
      if ((counter > 7'd49)  && (counter < 7'd67))
          read_en_reg <= 1'b1;
      else if (counter == 7'd48) 
          read_en_reg <= 1'b1;
      else
          read_en_reg <= 1'b0;
      end
    else if (start == 1'b0)
        read_en_reg <= 1'b0;
    else 
        read_en_reg <= 1'b0;
  end
end
endmodule
### run.sh
#!/bin/bash
# OpenROAD 26Q1-2900-gdf79404cd8, Yosys 0.63+post, stock flow scripts
make -C /OpenROAD-flow-scripts/flow DESIGN_CONFIG=/design/flow/config.mk WORK_HOME=/design/flow/orfs finish
==> impl_metrics.py <==
# Flow results
metrics = {
    "run_status": {
        "outcome": "completed",
    },
    "placement": {
        "place_congestion": 0.809,
        "pre_cts_slack_ns": 0.364,
        "place_area_sq_um": 12000,
        "dp_hpwl_um": 13900,
        "io_buffer_count": 122,
        "placed_cells": 1589,
    },
    "final_timing": {
        "hold_viol": 0,
        "fin_setup_tns_ns": 0,
        "skew_ns": 0.0771,
        "setup_violations": 0,
        "slew_violations": 0,
        "worstMarginPinSlew_ns": 0.811,
        "max_slew_margin_pct": 46.0,
        "worst_slack_ns": 0.114,
        "rsz0062_at_grt": "no",
        "holdWs_ns": 0.434,
    },
    "yosys": {
        "netlist_area_sq_um": 10600,
        "yosysChipArea_sq_um": 10600,
        "ys_ff": 244,
        "ys.flop_type": "dfxtp_1",
        "syn_inst": 1227,
        "avgSynthCellArea_sq_um": 8.67,
        "ys_types": 40,
        "yosysTopAreaCell": "dfxtp_1",
        "yosysWarningCount": 1,
        "synth-edff-count": 0,
        "postSynth.asyncResetShare_pct": 0,
        "top_cell_area_share_pct": 45.9,
        "synth_seq_share_pct": 45.9,
        "synth.area.top_cells": "dfxtp_1, mux2i_1, nand2_1",
        "ys_cells": 1227,
    },
    "final_layout": {
        "logic_area_sq_um": 5240,
        "fillers": 2409,
        "areaGrowthSynthToFinish_pct": 27.2,
        "stdcell_count": 1751,
        "final_util_pct": 51.9,
        "layout-drive-gt1-share_pct": 6.57,
        "postLayoutCellArea_sq_um": 13500,
        "regArea_sq_um": 4890,
    },
    "routing": {
        "antenna_left": 0,
        "num_vias": 8946,
        "dr.first_iter.drc_count": 429,
        "dr.pass1.iters": 4,
        "num_antenna_cells": 0,
        "drt-wirelength-per-cell_um": 13.9,
        "drc": 0,
        "drt_wl_total_um": 24300,
        "routed_via_density": 5.11,
    },
    "global_routing": {
        "track_usage_pct": 18.8,
        "grt_max_degree": 96,
        "antenna_found_initial": 0,
        "grt_pass1_vias": 8541,
        "grt_pass1_wl_um": 41000,
        "gr-total-overflow": 0,
    },
    "worst_setup_path": {
        "crit_path_start_kind": "register",
        "slowest_delay_ns": 0.35,
        "regToRegStartpoint": "start_d",
        "cp_max_fo": 7,
        "crit_required_ns": 5.60,
        "critPathLaunch": "counter[2]",
        "path_delay_family": "flip-flops",
        "critPathCaptureType": "output port",
        "arrival_ns": 5.49,
        "crit_chain": "or2_2 > o31ai_4 > a21boi_2 > dlygate4sd2_1",
        "path_class": "reg -> out",
        "critPathBufInv": 1,
        "slowest_stage": "dfxtp_1",
    },
    "floorplanning": {
        "dieArea_sq_um": 27300,
        "ios": 123,
        "die_h_um": 165,
        "fp-row-count": 59,
        "core-area_sq_um": 26100,
        "die_w_um": 165,
        "fp_util_pct": 40.8,
    },
    "flow_run": {
        "tool_warnings": 28,
        "cap_viol_max_count": 0,
    },
    "power_and_ir_drop": {
        "p_per_area_nw_per_um2": 262,
        "vdd_ir_drop_max_mv": 0.177,
        "p_leak_nw": 5.96,
        "finalPower_mw": 3.54,
    },
    "clock_network": {
        "cts_tree": "done",
        "clk_pin_slew_ns": 0.06,
        "cts_hold_buf": 0,
        "clock_latency_ns": 0.72,
    },
    "worst_hold_path": {
        "min_from": "rd_wr_sig_d",
        "hold_class": "reg -> reg",
    },
}
[logic make-up (layout without fill, tap and decap cells)]
family	count (synthesis)	in the layout	synth area share, %
compound gates	282	282	17.4
fa+ha+maj	3	3	0.353
buf+inv	131	320	5.56
flops	244	244	45.9
mux	96	96	9.03
simple gates	471	471	21.7
[worst reg2reg max path, cell delays in order (launching register included)]
cell	delay, ns
dfxtp_2	0.31
nor2b_1	0.12
buf_4	0.18
o31ai_4	0.25
buf_4	0.48
buf_4	0.53
mux2i_1	0.26
[cell usage after synthesis, drive strengths merged (3+ instances only)]
master,instances
nand2,253
dfxtp,244
a21oi,119
clkbuf,105
nor2,98
and3b,96
mux2i,96
a211oi,95
o211ai,18
buf,17
o2111ai,17
o221ai,16
inv,8
and2,7
o31ai,4
ha,3
o21ai,3
or4,3
[where the power goes]
group / switching (mW) / internal (mW) / total, mW
sequential: 0.0214 / 1.44 / 1.46
clock: 0.740 / 1.09 / 1.83
combinational: 0.135 / 0.122 / 0.257
[cell usage in the layout (no fill, tap or decap), types with 5 or more instances in the layout]
cell             count
clkbuf_16           37
mux2i_1             96
o2111ai_1           17
o211ai_1            18
and2_1               7
a211oi_1            95
and3b_1             96
a21oi_1            119
buf_4               24
buf_12               5
nand2_1            253
dfxtp_1            240
clkbuf_1             6
o221ai_1            16
nor2_1              98
inv_1              112
clkdlybuf4s50_1    121
[path summary, 6_finish.rpt]
kind	to	slack [ns]	cells after the start
hold / removal	rd_wr_sig_d1	0.43	1
setup / recovery	read_en	0.11	4
setup reg to reg	shift_mdio_packet[36]	1.34	6
hold reg to reg	rd_wr_sig_d1	0.43	1
[timing repair]
action                                  4_1_cts  5_1_grt
endpoints found under the setup margin        1        1
pin swaps                                     1        2
resized                                       6        7
hold endpoints to repair                      0        0
buffers inserted                              0        2
[routing by layer]
metal	wire length [um]	track usage (%)	share of wire [%]
met3	973	2.72	4.0
met1	12300	29.3	51
met2	10600	28.8	43
met5	0	0	0
met4	450	3.25	1.9
[final cells by class]
| type | count | share of cell area, % |
|---|---|---|
| Multi-Input combinational cell | 852 | 38.7 |
| Sequential cell | 244 | 36.2 |
| Tap cell | 335 | 3.10 |
| Inverter | 8 | 0.277 |
| Timing Repair Buffer | 150 | 11.0 |
| Clock buffer | 48 | 7.44 |
| Clock inverter | 114 | 3.34 |
Power figures rest on the tool's default switching activity, not on a simulated workload.
